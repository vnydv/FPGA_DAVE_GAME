===== design/flow/config.mk =====
export PLATFORM = sky130hd
export DESIGN_NAME = ALU
export DESIGN_NICKNAME = ALU
export VERILOG_FILES = /design/flow/design.v
export SDC_FILE = /design/flow/constraint.sdc
export NUM_CORES = 4
export LEC_CHECK = 1
export CORE_UTILIZATION = 30

===== design/flow/constraint.sdc =====
current_design ALU

set clk_period 12.5
set clk_io_pct 0.2

create_clock -name clk0 -period $clk_period

set non_clock_inputs [all_inputs -no_clocks]
set_input_delay [expr $clk_period * $clk_io_pct] -clock clk0 $non_clock_inputs
set_output_delay [expr $clk_period * $clk_io_pct] -clock clk0 [all_outputs]

===== design/flow/design.v =====
module ALU(A, B, aluop, Y);
  parameter N = 16;	 
  input  [N-1:0] A;	 
  input  [N-1:0] B;	 
  input  [3:0] aluop;	 
  output reg [N-1:0] Y;	 
  always @(*)
    case (aluop)
      4'hb:		Y = {~A};      
      4'hd:           Y = {A | B};
      4'hc:          Y = {A & B};
      4'he:          Y = {A ^ B};
      4'h3:       Y = {B};
      4'h1:       Y = {A};      
      4'h9:          Y = {A + B};      
      4'ha:		Y = {A==B, A<B, 14'b0};
      4'h8: Y = {A >> B};
      4'h7: Y = {A << B};
      default: Y = {16'b0};
    endcase
endmodule

===== design/flow/run.sh =====
#!/bin/bash
# OpenROAD 26Q1-2900-gdf79404cd8, Yosys 0.63+post, stock flow scripts
make -C /OpenROAD-flow-scripts/flow DESIGN_CONFIG=/design/flow/config.mk WORK_HOME=/design/flow/orfs finish

==> impl_metrics.toml <==
# physical design summary
[floorplan]
ios = 52
core_area_sq_um = 13200
rows = 42
fp_util = 0.307
die_area_sq_um = 14000
die_h_um = 118
die_w_um = 118

[final_timing]
slew_headroom = 0.459
tns_ns = 0
finalCritPeriodShare = 0.684
holdWs_ns = 6.29
max_slew.worst_pin.slew_ns = 0.809
max_freq_ghz = 0.117
fin_crit_ns = 8.56
hold_violations = 0
setup_viol = 0
slew_viol_final = 0
rsz0062_at_grt = "no"

[synth]
syn_area_sq_um = 4050
ys_cells = 554
area_leaders = "ha_1 15%, mux4_2 13%, a21oi_1 5.8%"
yosysWarnings = 1
yosys_area_sq_um = 4050
synth.most_common_cell = "nor2_1"
syn_inst = 554
top_area_cell = "ha_1"
top_cell_area_share = 0.148
synth_cell_types = 73
common_cells = "54 x nor2_1, 48 x ha_1, 47 x a21oi_1, 47 x nand2_1, 34 x inv_1"
synth_area_per_cell_sq_um = 7.32
yosysSeqAreaShare = 0

[critical_path]
startpoint = "B[2]"
crit_chain = "clkdlybuf4s50_1 > buf_4 > inv_1 > ha_1 > nor2b_1 > o21ai_1 > o21ai_1 > a31oi_1 > xor2_1 > o221ai_1 > clkdlybuf4s50_1"
arrival_ns = 6.06
worstSetupStartpointType = "input pin"
crit_path_top_delay_cell = "clkdlybuf4s50_1"
crit_path_max_fanout = 37
worstSetupEndpointType = "output port"
path_class = "in2out"
worst_path_largest_cell_delay_ns = 0.52
crit_required_ns = 10.00

[grt]
grtUsageMet2 = 0.372
gr-usage-met1 = 0.320
grt_first_pass_wirelength_um = 24600
grt_use_met3 = 0.0335
antenna_found_initial = 0
grtUsageTotal = 0.231
grt_pass1_vias = 4167
busiest_layer = "met2"
grt_max_degree = 52
overflow = 0

[drt]
ant_nets = 0
wl_per_cell_um = 21.5
via_per_inst = 6.07
wl_um = 15800
num_vias = 4462
drc = 0
antenna_cells = 0
initialDrtViolationCount = 422
dr.pass1.iters = 7

[finish]
clkbuf_count = 0
fillers = 1372
syn_to_final_growth_pct = 11.9
drive_gt1_frac = 0.0877
utilization = 0.344
seq_area_sq_um = 0
flops = 0

[placed_design]
gp_congestion = 0.977
io_buffers = 52
dpl.hpwl_um = 12200

[clocking]
postCtsSetupRepairBufs = 0
post_cts_resized = 0
ctsHoldBuffers = 0

[pwr]
peakVddDrop_uv = 16.9
power_density_nw_per_um2 = 35.7
p_total_w = 0.000162
power.leakage_nw = 1.84

[outcome]
status = "complete, no violations"

[hold_path]
worst_hold_startpoint = "B[10]"
worst_hold_path_type = "in2out"

[flow_run]
log.warning_count = 64
maxCapViolCount = 0
cell type report:
class | count | area (sq um) | share of cell area
inverters | 37 | 139 | 0.0306
multi-input cells | 465 | 3630 | 0.800
well taps | 176 | 220 | 0.0486
repair buffers | 57 | 548 | 0.121
per-stage QoR:
stage / instances / cell area (sq um) / setup slack [ns]
2_1_floorplan: 554 / 4050 / 5.56
3_3_place_gp: 735 / 4540 / 4.02
3_5_place_dp: 735 / 4540 / 3.97
4_1_cts: 735 / 4540 / 3.97
5_1_grt: 735 / 4540 / 3.71
6_report: 735 / 4540 / 3.94
worst paths after layout:
| kind | depth (start not counted) | to |
|---|---|---|
| min | 6 | Y[10] |
| max | 11 | Y[12] |
cell usage in the layout (no fill, tap or decap), drive strengths merged, types with 4 or more instances in the layout:
cell	n
nor2	56
clkdlybuf4s50	50
ha	48
a21oi	48
nand2	47
inv	36
o21ai	33
mux4	23
mux2i	21
nor3	16
a21o	12
nand3	10
nand2b	9
a211o	9
o22ai	8
o221ai	8
o211ai	8
a211oi	7
buf	7
nor2b	6
a222oi	6
a31oi	6
and2	5
a221oi	5
and3	5
o21bai	5
o2bb2ai	5
nand4	5
xnor2	4
critical path: cells and delay by family:
family	cells	cell delay (ns)
buffers and inverters	4	1.75
AND-OR/OR-AND	4	0.96
adder cells (fa/ha/maj)	1	0.50
XOR/XNOR	1	0.18
AND/OR/NAND/NOR	1	0.16
kinds of logic (layout without fill, tap and decap cells):
family / count (synthesis) / after routing / share of synthesized area
AND-OR/OR-AND: 191 / 191 / 0.324
XOR/XNOR: 6 / 6 / 0.0130
multiplexers: 47 / 47 / 0.188
buffers and inverters: 89 / 94 / 0.105
AND/OR/NAND/NOR: 172 / 172 / 0.217
adder cells (fa/ha/maj): 49 / 49 / 0.153
metal layers:
metal / part of all wire / up-vias
met3: 0.073 / 33
met2: 0.48 / 213
met5: 0 / -
met1: 0.41 / 2124
met4: 0.032 / 0
li1: - / 2092
report_power, final:
group          switching (W)  internal [W]  total (W)
Clock                      0             0          0
Combinational      0.0000925     0.0000696   0.000162
Sequential                 0             0          0
